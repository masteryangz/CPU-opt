==> run.sh <==
#!/bin/bash
# OpenROAD 26Q1-2900-gdf79404cd8, Yosys 0.63+post, stock flow scripts
make -C /OpenROAD-flow-scripts/flow DESIGN_CONFIG=/design/flow/config.mk WORK_HOME=/design/flow/orfs finish
==> config.mk <==
export PLATFORM = sky130hd
export DESIGN_NAME = cache_bank_core
export DESIGN_NICKNAME = cache_bank_core
export VERILOG_FILES = /design/flow/design.v
export SDC_FILE = /design/flow/constraint.sdc
export NUM_CORES = 4
export LEC_CHECK = 1
export CORE_UTILIZATION = 50
==> constraint.sdc <==
current_design cache_bank_core

set clk_period 5.9
set clk_io_pct 0.2

create_clock -name clk0 -period $clk_period [get_ports {clk}]

set non_clock_inputs [all_inputs -no_clocks]
set_input_delay [expr $clk_period * $clk_io_pct] -clock clk0 $non_clock_inputs
set_output_delay [expr $clk_period * $clk_io_pct] -clock clk0 [all_outputs]
==> design.v <==
package mips_core_pkg;
parameter DATA_WIDTH = 32;
parameter ADDR_WIDTH = 26;
parameter MIPS_REG_COUNT = 32;
parameter PHYS_REG_COUNT = 64;
parameter EXECUTION_UNIT_COUNT = 2;
parameter COMMIT_QUEUE_SIZE = 32;  
parameter STORE_QUEUE_SIZE = 64;  
parameter FREE_REG_COUNT = PHYS_REG_COUNT - MIPS_REG_COUNT;
typedef logic [DATA_WIDTH - 1 : 0] Data;
typedef logic [ADDR_WIDTH - 1 : 0] Address;
typedef logic [$clog2(COMMIT_QUEUE_SIZE)-1:0] CommitIndex;
typedef logic [$clog2(FREE_REG_COUNT)-1:0] FreeIndex;
typedef struct packed {
    logic general;
    logic memory;
} unit_enable_t;
typedef enum logic [$clog2(EXECUTION_UNIT_COUNT)-1:0] {
    GENERAL_UNIT = 'd00,
    LOAD_STORE_UNIT  = 'd01
} UnitIndex;
typedef enum logic [$clog2(MIPS_REG_COUNT)-1:0] {
    zero = 5'd0,
    at   = 5'd1,
    v0   = 5'd2,
    v1   = 5'd3,
    a0   = 5'd4,
    a1   = 5'd5,
    a2   = 5'd6,
    a3   = 5'd7,
    t0   = 5'd8,
    t1   = 5'd9,
    t2   = 5'd10,
    t3   = 5'd11,
    t4   = 5'd12,
    t5   = 5'd13,
    t6   = 5'd14,
    t7   = 5'd15,
    s0   = 5'd16,
    s1   = 5'd17,
    s2   = 5'd18,
    s3   = 5'd19,
    s4   = 5'd20,
    s5   = 5'd21,
    s6   = 5'd22,
    s7   = 5'd23,
    t8   = 5'd24,
    t9   = 5'd25,
    k0   = 5'd26,
    k1   = 5'd27,
    gp   = 5'd28,
    sp   = 5'd29,
    s8   = 5'd30,
    ra   = 5'd31
} MipsReg;
typedef logic [$clog2(PHYS_REG_COUNT) - 1 : 0] PhysReg;
typedef enum logic [4:0] {
    ALUCTL_NOP			= 'd00,  
    ALUCTL_ADD			= 'd01,  
    ALUCTL_ADDU			= 'd02,  
    ALUCTL_SUB			= 'd03,  
    ALUCTL_SUBU			= 'd04,  
    ALUCTL_AND			= 'd05,  
    ALUCTL_OR			= 'd06,  
    ALUCTL_XOR			= 'd07,  
    ALUCTL_SLT	    	= 'd08,  
    ALUCTL_SLTU			= 'd09,  
    ALUCTL_SLL			= 'd10,  
    ALUCTL_SRL			= 'd11,  
    ALUCTL_SRA			= 'd12,  
    ALUCTL_SLLV			= 'd13,  
    ALUCTL_SRLV			= 'd14,  
    ALUCTL_SRAV			= 'd15,  
    ALUCTL_NOR			= 'd16,  
    ALUCTL_MTC0_PASS	= 'd17,  
    ALUCTL_MTC0_FAIL	= 'd18,  
    ALUCTL_MTC0_DONE	= 'd19,  
    ALUCTL_BA,			 
    ALUCTL_BEQ,
    ALUCTL_BNE,
    ALUCTL_BLEZ,
    ALUCTL_BGTZ,
    ALUCTL_BGEZ,
    ALUCTL_BLTZ
} AluCtl;
typedef enum logic {
    WRITE = 1'b0,
    READ  = 1'b1
} MemAccessType;
typedef enum logic {
    NOT_TAKEN = 1'b0,
    TAKEN     = 1'b1
} BranchOutcome;
typedef struct packed {
	logic valid;
	Data data;
} cache_output_t;
typedef struct packed {
	CommitIndex   commit_index;  
    AluCtl        alu_ctl;
	logic         is_branch_jump;  
	logic         is_jump;         
	logic         is_jump_reg;     
	logic         is_mem_access;
    Data          immediate;
	Address       branch_target;
    logic         uses_src1;  
	logic         uses_src2;  
	logic         uses_dst;
	MemAccessType mem_action;
	Address       pc;  
    BranchOutcome prediction;
    Address       recovery_target;
} instruction_metadata_t;
typedef struct packed {
	instruction_metadata_t meta;
	PhysReg src1;
	PhysReg src2;
	PhysReg dst;
} instruction_t;
typedef struct packed {
	instruction_metadata_t meta;
    PhysReg dst;
    PhysReg src1;
	PhysReg src2;
} scheduler_entry_t;
typedef struct packed {
	AluCtl alu_ctl;
	Data   op1;
	Data   op2;
} execution_command_t;
typedef struct packed {
	MemAccessType access;
	AluCtl        alu_ctl;
	Data          op1;
	Data          op2;
    PhysReg       dst;
    Data          data;
} memory_command_t;
typedef struct packed {
	logic [1:0] id;
	Data  data;  
} mtc0_t;
typedef struct packed {
	Data          data;
	BranchOutcome outcome;
	mtc0_t        mtc0;
} execution_result_t;
typedef struct packed {
	logic    valid;
	PhysReg  index;
	Data     data;
} write_back_t;
typedef struct packed {
    logic   valid;
    Address addr;
    Data    data;
} opt_memory_write_t;
typedef struct packed {
	logic   valid;
	Address target;
} prediction_request_t;
function scheduler_entry_t scheduler_entry (input instruction_t incoming);
	begin
        scheduler_entry.meta = incoming.meta;
        scheduler_entry.dst  = incoming.dst;
        scheduler_entry.src1 = incoming.src1;
        scheduler_entry.src2 = incoming.src2;
	end
endfunction
endpackage
import mips_core_pkg::*;
module cache_bank #(parameter DATA_WIDTH = 32, parameter ADDR_WIDTH = 4)(
	input clk,	 
	input i_we,	 
	input logic [DATA_WIDTH - 1 : 0] i_wdata,			 
	input logic [ADDR_WIDTH - 1 : 0] i_waddr, i_raddr,	 
	output logic [DATA_WIDTH - 1 : 0] o_rdata			 
);
	logic [DATA_WIDTH - 1 : 0] new_data;
	logic [DATA_WIDTH - 1 : 0] old_data;
	logic new_data_flag;
	generate
		if (ADDR_WIDTH < 4) begin
			cache_bank_core #(DATA_WIDTH, ADDR_WIDTH)
				BANK_CORE (
					.clk, .i_we, .i_waddr, .i_raddr, .i_wdata,
					.o_rdata(old_data)
			);
		end else begin
			sram #(.DATA_WIDTH(DATA_WIDTH), .ADDR_WIDTH(ADDR_WIDTH)) BANK_CORE (
				.clk0(clk), .csb0(~i_we), .addr0(i_waddr), .din0(i_wdata),
				.clk1(clk), .csb1('0), .addr1(i_raddr), .dout1(old_data)
			);
		end
	endgenerate
	assign o_rdata = new_data_flag ? new_data : old_data;
	always_ff @(posedge clk)
	begin
		new_data <= i_wdata;
		new_data_flag <= i_we & (i_raddr == i_waddr);
	end
endmodule
module cache_bank_core #(parameter DATA_WIDTH = 32, parameter ADDR_WIDTH = 4)(
	input clk,	 
	input i_we,	 
	input logic [DATA_WIDTH - 1 : 0] i_wdata,			 
	input logic [ADDR_WIDTH - 1 : 0] i_waddr, i_raddr,	 
	output logic [DATA_WIDTH - 1 : 0] o_rdata			 
);
	localparam DEPTH = 1 << ADDR_WIDTH;
	logic [DATA_WIDTH - 1 : 0] data [DEPTH];
	always_ff @(posedge clk)
	begin
		o_rdata <= data[i_raddr];
		if (i_we)
			data[i_waddr] <= i_wdata;
	end
endmodule
==> impl_metrics.yaml <==
# synthesis and place-and-route metrics
clock_network:
  cts_setup_buffers: 0
  cts_resized: 0
  clk_path_buf_depth: 3
  cts_max_level: 2
  clk_latency_ns: 0.58
  clk_pin_slew_ns: 0.06
  cts_root_buffer: "clkbuf_16"
  cts_tree: "built"
  cts_sinks: 544
  cts_hold_buf: 0
  cts_made_buffers: 53
worst_setup_path:
  rrSetupSlack_ns: 4.54
  critPathKind: "in2reg"
  arrival_ns: 3.29
  worstSetupStartpointType: "input pin"
  critical_path.max_stage_delay_ns: 0.59
  required_ns: 6.13
  crit_fanout: 19
  crit_chain: "clkdlybuf4s50_1 > or3b_2 > nor2_4 > buf_4"
  critPathCaptureType: "flip-flop"
  crit_slowest_cell: "or3b_2"
timing:
  slew_headroom: 0.505
  fin_crit_sh: 0.518
  setup_viol: 0
  worst_pin_slew_ns: 0.743
  fin_skew_ns: 0.0125
  layout_setup_ws_ns: 2.84
  max_freq_mhz: 327
  finalMaxSlewViolations: 0
  rsz0062_at_grt: "false"
  setup_tns_ns: 0
  hold_viol_final: 0
  fin_crit_ns: 3.06
placed_design:
  place_ws_ns: 2.25
  hpwl_um: 20100
  gp_congestion: 0.762
  io_buffers: 73
  placed_area_um2: 21300
logic_synthesis:
  synthTopCellsByCount: "edfxtp_1, mux4_2, a22oi_1"
  ys_ff: 544
  top_cell_area_share: 0.774
  top_area_cell: "edfxtp_1"
  topCellsByArea: "edfxtp_1, mux4_2, dfxtp_1"
  syn_inst: 838
  ys_seq_frac: 0.807
  syn_area_um2: 19900
  ys_types: 18
  async_flop_share: 0
  synth_top_cell_by_count: "edfxtp_1"
  postSynthAreaPerCell_um2: 23.7
  flop_cell: "edfxtp_1"
  edf_count: 512
  synth_chip_area_um2: 19900
  ys.warnings.count: 1
  ys_cells: 838
route:
  drc: 0
  antenna_cells: 0
  post_drt_wl_per_cell_um: 27.0
  dr.pass1.iters: 6
  drt_iter0_drc: 372
  vias: 8935
  wl_um: 40700
  vias_per_cell: 5.93
  antenna_left: 0
die:
  fp-utilization: 0.510
  dieWidth_um: 201
  io_pins: 74
  fp.coreArea_um2: 38900
  die-height_um: 201
  dieArea_um2: 40500
  core.rowCount: 72
grt:
  busiest_layer: "met2"
  grtUsageMet1: 0.311
  grt_pass1_wl_um: 61000
  track_usage: 0.237
  grt_max_degree: 82
  use_met3: 0.176
  gr-usage-met2: 0.346
  grt_overflow: 0
  grt_pass1_vias: 10153
  grt_antenna_before_repair: 2
power:
  ir_worst_vdd_mv: 0.271
  p_leak_uw: 0.00725
  power.density_nw_per_um2: 344
  power.total_uw: 7900
run:
  max_cap_viol_count: 0
  warnings: 25
final_layout:
  area_growth_pct: 15.7
  drive_gt1_frac: 0.253
  post-route-cell-area_um2: 23000
  fillers: 2740
hold_path:
  hp-class: "reg2reg"
outcome:
  outcome: "completed"
sequential cells by signal, indices dropped and copies added, names as in the netlist:
signal	cells
o_rdata	32
data	512
cells by family (layout without fill, tap and decap cells):
kind of cell    Yosys count  count (layout)  synth area share
flops                   544             544             0.807
mux                     128             128             0.145
compound gates           64              64            0.0242
buf+inv                  43             194            0.0112
simple gates             59              59            0.0127
layout make-up:
class | count | area [µm²] | area share
sequential | 544 | 16000 | 0.697
multi-input combinational | 251 | 3750 | 0.163
clock buffer | 69 | 1430 | 0.0621
timing repair buffer | 98 | 932 | 0.0406
tap | 518 | 648 | 0.0282
clock inverter | 27 | 201 | 0.00877
power by group:
group / internal [µW] / switching, µW
sequential: 4320 / 25.6
clock: 1820 / 1330
combinational: 188 / 207
total: 6330 / 1560
layout by cell type, fill, tap and decap left out, types with 12 or more instances in the layout:
| cell type | n |
|---|---|
| buf_4 | 25 |
| dfxtp_1 | 32 |
| edfxtp_1 | 512 |
| clkbuf_1 | 12 |
| clkdlybuf4s50_1 | 71 |
| a22oi_1 | 64 |
| clkbuf_16 | 53 |
| mux4_2 | 128 |
| clkinv_2 | 14 |
| nor2_4 | 13 |
| nand2_1 | 33 |
path summary, 6_finish.rpt:
kind | from | end | depth (start not counted)
setup / recovery | i_we | data[2][17] | 4
hold / removal | data[4][17] | o_rdata[17] | 3
setup reg to reg | data[11][29] | o_rdata[29] | 3
hold reg to reg | data[4][17] | o_rdata[17] | 3
worst max-delay path: cells and delay by family:
kind	cells	cell delay, ns
buffers and inverters	2	1.00
and+or+nand+nor	2	1.10
stage by stage:
| step | util | instances | hold slack [ns] |
|---|---|---|---|
| 4_1_cts | 0.590 | 1507 | 0.671 |
| 5_1_grt | 0.590 | 1507 | 0.688 |
| 2_1_floorplan | - | 838 | 0.635 |
| 3_3_place_gp | 0.548 | 1411 | 0.657 |
| 3_5_place_dp | 0.548 | 1411 | 0.664 |
| 6_report | 0.590 | 1507 | 0.665 |
routing by layer:
| metal | wire length (µm) | vias up | part of all wire |
|---|---|---|---|
| met5 | 60 | - | 0.0015 |
| met4 | 1060 | 6 | 0.026 |
| met3 | 6660 | 85 | 0.16 |
| met2 | 19900 | 646 | 0.49 |
| met1 | 13000 | 4411 | 0.32 |
| li1 | - | 3787 | - |
Power and IR drop assume default switching activity.
